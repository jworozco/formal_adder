## /design/flow/run.sh

```bash
#!/bin/bash
# OpenROAD 26Q1-2900-gdf79404cd8, Yosys 0.63+post, stock flow scripts
make -C /OpenROAD-flow-scripts/flow DESIGN_CONFIG=/design/flow/config.mk WORK_HOME=/design/flow/orfs finish
```

## /design/flow/constraint.sdc

```tcl
current_design adder

set clk_period 8.4
set clk_io_pct 0.2

create_clock -name clk0 -period $clk_period

set non_clock_inputs [all_inputs -no_clocks]
set_input_delay [expr $clk_period * $clk_io_pct] -clock clk0 $non_clock_inputs
set_output_delay [expr $clk_period * $clk_io_pct] -clock clk0 [all_outputs]
```

## /design/flow/config.mk

```make
export PLATFORM = sky130hd
export DESIGN_NAME = adder
export DESIGN_NICKNAME = adder
export VERILOG_FILES = /design/flow/design.v
export SDC_FILE = /design/flow/constraint.sdc
export NUM_CORES = 4
export LEC_CHECK = 1
export CORE_AREA = 10 10 70 70
export DIE_AREA = 0 0 80 80
```

## /design/flow/design.v

```verilog
module adder
#(  parameter DATA_WIDTH=8
) (
    input [DATA_WIDTH-1:0] a, b,
    output logic [DATA_WIDTH:0] sum
);
    assign sum = a + b;
endmodule
```

==> results.txt <==
The synthesis and PnR run went through. Detailed placement HPWL landed at 997 microns. The script computed the net switching share of total power as 0.349. Arrival time reported for the critical path endpoint landed at 3.79 ns. As logged by OpenROAD, the buffers inserted on ports number 25. After floorplanning, the core was divided into 21 placement rows. In this build the clock could be raised as far as 0.183 GHz. Per Yosys stat, the portion of area used by sequential elements is 0. The floorplan step defined a die boundary enclosing 6400 sq um.

The pre-CTS setup check shows a worst slack of 2.93 ns. STA classifies the critical path endpoint as an output pin. Maximum number of pins on one net before global-route repair landed at 7. Unique cell type count in the Yosys netlist landed at 20. Endpoint required time on the critical path landed at 6.72 ns. Final antenna diode count landed at 0. In this run, the number of DRC markers left after iteration 0 of detailed routing was 23. Maximum net fanout on the critical path landed at 2.

Share of final-layout standard cells stronger than drive strength 1 landed at 0.0149. Total vias in the final route landed at 404. The transition time recorded at the tightest slew-check pin is 0.375 ns. The design draws 0.0000447 W. The cell-mix breakdown from Yosys lists the adder-cell area share as 0.371. Peak supply drop landed at 0.0000280 V. After detailed routing, the average wire length per cell comes to 9.72 microns. Static leakage landed at 0.255 nW. Setup total negative slack on the finished layout was measured at 0 ns. Count of instantiated cells in the yosys netlist landed at 42. Relative slew slack landed at 0.743. Final weighted congestion in routability-driven placement landed at 0.742.

Chip width landed at 80 microns. Core utilization before placement landed at 0.0949. The routed layout reports a DRC error count of 0. Setup repair after global routing left no endpoint under its margin.

Total tool warning count landed at 32. In this run, post-CTS repair resized a total of 0 instances. For reference, the most critical setup path is categorized as primary input to output pin. Count of clock-net buffers in the final layout landed at 0. The region available for standard cell placement spans 3420 sq um. STA classifies the critical path startpoint as a primary input. Of the total synthesized cell area, the portion taken by AND, OR, NAND and NOR gates is 0.178.

Number of antenna violations at the first check in global routing landed at 0. Fraction of the mapped netlist area in compound gates landed at 0.278. Internal cell power landed at 0.0000291 W. Final global-route overflow total landed at 0. Wire length reported by the detailed router landed at 1100 microns. Each instance of the synthesized netlist takes up on average 7.72 sq um. The via count of the first global-routing pass was 393. In this run the layout overhead on the synthesized area is reported as 95.0%.

In this run the post-CTS setup repair buffer count came out at 0. Total track usage landed at 0.0326. Among the non-sequential cells, adder cells take the most area. Area reported by Yosys stat landed at 324 sq um.

Of the available clock period, the critical path in the final layout requires 0.652. Combinational share of power landed at 1.000. Flop count landed at 0. Note that the worst hold path type here is primary input to output pin. Of the total power, the clock network draws 0. Max-cap violations in this run came to 0. Hold buffer count at cts landed at 0.

Once detail routing completed, the nets flagged for antenna violations numbered 0. Final tally of hold violations landed at 0. Count of final max-slew check failures landed at 0. Summing all multiplexer cells gives an area fraction of 0.0309.

Using the TritonRoute via totals, the vias-per-cell ratio works out to 3.58. Summing all flip-flop and latch instances after layout gives 0 sq um. Cell area power density landed at 70.7 nW/um^2. The script extracted a net switching power of 0.0000156 W. Post-route minimum period landed at 5.47 ns. For this run, the number of Yosys warnings is 0. Once routing completed, OpenROAD measured the worst setup slack at 2.93 ns. Die extent in y landed at 80 microns. Endpoints with negative setup slack in the final report add up to 0. The cell-mix breakdown from Yosys lists the XOR/XNOR area share as 0.108. Gate count of the mapped netlist landed at 42. First-pass GRT wire length landed at 1770 microns. The power report attributes to the sequential group a share of 0. Number of search-and-repair iterations in the first detailed-routing pass landed at 4.

The run finished with clean final reports. During I/O placement, the number of pins put on the boundary was 25. In this run the cell area of the synthesized design comes to 324 sq um.
==> synth_stat cells (all sizes together), types with 2 or more instances <==
library cell,count,share of area
nor3,2,0.031
a311o,2,0.062
xor2,2,0.054
nand3,2,0.031
xnor2,2,0.054
a21o,2,0.046
nor2,2,0.023
ha,8,0.31
nor2b,2,0.039
a21oi,5,0.077
nand2,3,0.035
inv,3,0.035
==> logic make-up (layout without fill, tap and decap cells) <==
logic type / count (synthesis) / count (layout)
AOI/OAI and AO/OA: 13 / 13
muxes: 1 / 1
xor gates and xnor gates: 4 / 4
adders and majority gates: 9 / 9
and+or+nand+nor: 12 / 12
buffers and inverters: 3 / 28
==> worst paths after layout <==
path | from | end | slack (ns) | cells after the start
max | a[0] | sum[6] | 2.93 | 8
min | b[0] | sum[0] | 4.39 | 3
==> metal layers <==
layer / up-vias / global-route usage / share of wire
met5: - / 0 / 0
met4: 0 / 0 / 0
met3: 0 / 0.0170 / 0.13
met2: 16 / 0.0417 / 0.36
met1: 172 / 0.0491 / 0.51
li1: 216 / - / -
==> power by group through the flow <==
stage                 combinational (W)  clock [W]  sequential [W]
final                         0.0000447          0               0
after global routing          0.0000497          0               0
after CTS                     0.0000454          0               0
==> worst max-delay path, stage by stage <==
cell and delay [ns]:
clkdlybuf4s50_1 0.40, ha_1 0.23, fa_1 0.40, a21oi_1 0.22, nor2_1 0.08, nor2_1 0.16
xnor2_1 0.14, clkdlybuf4s50_1 0.49
==> cells in the final DEF, fill, tap and decap left out <==
master and n:
a311o_1 2, mux2i_1 1, nor3_1 2, a21oi_1 5, ha_1 8, nor4_1 1
o21ai_0 1, xnor2_1 2, o21bai_1 1, nand3_1 2, clkdlybuf4s50_1 25, nor2_1 2
fa_1 1, nand2_1 3, inv_2 1, nor2b_1 2, a2111oi_0 1, inv_1 2
a21o_1 2, a221oi_1 1, xor2_1 2
==> per-stage QoR <==
step / instances / utilization / instance area (sq um) / hold WS (ns)
2_1_floorplan: 42 / - / 324 / 3.43
3_3_place_gp: 113 / 0.185 / 632 / 4.40
3_5_place_dp: 113 / 0.185 / 632 / 4.41
4_1_cts: 113 / 0.185 / 632 / 4.41
5_1_grt: 113 / 0.185 / 632 / 4.43
6_report: 113 / 0.185 / 632 / 4.39
==> cell type report <==
type / count / area [sq um]
well taps: 46 / 57.6
multi-input cells: 39 / 313
inverters: 3 / 11.3
repair buffers: 25 / 250
fillers: 384 / 2780
Power figures rest on the tool's default switching activity, not on a simulated workload.
