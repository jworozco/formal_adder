## flow/run.sh

```bash
#!/bin/bash
# OpenROAD 26Q1-2900-gdf79404cd8, Yosys 0.63+post, stock flow scripts
make -C /OpenROAD-flow-scripts/flow DESIGN_CONFIG=/design/flow/config.mk WORK_HOME=/design/flow/orfs finish
```

## flow/config.mk

```make
export PLATFORM = sky130hd
export DESIGN_NAME = pm32
export DESIGN_NICKNAME = pm32
export VERILOG_FILES = /design/flow/design.v
export SDC_FILE = /design/flow/constraint.sdc
export NUM_CORES = 4
export LEC_CHECK = 1
export CORE_UTILIZATION = 30
```

## flow/constraint.sdc

```tcl
current_design pm32

set clk_period 5.6
set clk_io_pct 0.2

create_clock -name clk0 -period $clk_period [get_ports {clk}]

set non_clock_inputs [all_inputs -no_clocks]
set_input_delay [expr $clk_period * $clk_io_pct] -clock clk0 $non_clock_inputs
set_output_delay [expr $clk_period * $clk_io_pct] -clock clk0 [all_outputs]
```

## flow/design.v

```verilog
`timescale    1ns/1ps
`default_nettype    none
module pm32 (
    input wire          clk,
    input wire          rst,
    input wire          start,
    input wire  [31:0]  mc,
    input wire  [31:0]  mp,
    output reg  [63:0]  p,
    output wire         done,
    input wire          op  
);
    wire        pw;
    reg [31:0]  Y;
    reg [7:0]   cnt, ncnt;
    reg [1:0]   state, nstate;
    localparam  IDLE=0, RUNNING=1, DONE=2;
    always @(posedge clk or posedge rst)
        if(rst)
            state  <= IDLE;
        else
            state <= nstate;
    always_comb
        case(state)
            IDLE    :   if(start) nstate = RUNNING; else nstate = IDLE;
            RUNNING :   if(cnt == 64) nstate = DONE; else nstate = RUNNING;
            DONE    :   if(start) nstate = RUNNING; else nstate = DONE;
            default :   nstate = IDLE;
        endcase
    always @(posedge clk)
        cnt <= ncnt;
    always_comb
        case(state)
            IDLE    :   ncnt = 0;
            RUNNING :   ncnt = cnt + 1;
            DONE    :   ncnt = 0;
            default :   ncnt = 0;
        endcase
    always @(posedge clk or posedge rst)
        if(rst)
            Y <= 32'b0;
        else if((start == 1'b1))
            Y <= mp;
        else if(state==RUNNING)
            Y <= (Y >> 1);
    always @(posedge clk or posedge rst)
        if(rst)
            p <= 64'b0;
        else if(start)
            p <= 64'b0;
        else if(state==RUNNING)
            p <= {pw, p[63:1]};
    wire y = (state==RUNNING) ? Y[0] : 1'b0;
    spm #(.SIZE(32)) spm32(
        .clk(clk),
        .rst(rst),
        .x(mc),
        .y(y),
        .p(pw)
    );
    assign done = (state == DONE);
endmodule
`timescale    1ns/1ps
`default_nettype    none
module spm #(parameter SIZE = 32)(
    input wire              clk,
    input wire              rst,
    input wire              y,
    input wire [SIZE-1:0]   x,
    output wire             p
);
    wire [SIZE-1:1]     pp;
    wire [SIZE-1:0]     xy;
    genvar i;
    CSADD csa0 (.clk(clk), .rst(rst), .x(x[0]&y), .y(pp[1]), .sum(p));
    generate
        for(i=1; i<SIZE-1; i=i+1) begin : gen_csa
            CSADD csa (.clk(clk), .rst(rst), .x(x[i]&y), .y(pp[i+1]), .sum(pp[i]));
        end
    endgenerate
    TCMP tcmp (.clk(clk), .rst(rst), .a(x[SIZE-1]&y), .s(pp[SIZE-1]));
endmodule
module CSADD(
    input wire  clk,
    input wire  rst,
    input wire  x,
    input wire  y,
    output reg  sum
);
    reg sc;
    wire hsum1, hco1;
    assign hsum1 = y ^ sc;
    assign hco1 = y & sc;
    wire hsum2, hco2;
    assign hsum2 = x ^ hsum1;
    assign hco2 = x & hsum1;
    always @(posedge clk or posedge rst) begin
        if (rst) begin
            sum <= 1'b0;
            sc <= 1'b0;
        end
        else begin
            sum <= hsum2;
            sc <= hco1 ^ hco2;
        end
    end
endmodule
module TCMP (
    input wire  clk,
    input wire  rst,
    input wire  a,
    output reg  s
);
    reg z;
    always @(posedge clk or posedge rst) begin
        if (rst) begin
            s <= 1'b0;
            z <= 1'b0;
        end
        else begin
            z <= a | z;
            s <= a ^ z;
        end
    end
endmodule
```

==> results_slide.txt <==
Flow Results at a Glance

Power
  • Logic gate share of total power: 0.101
  • VDD IR max: 0.000222 V
  • Leak: 4.70 nW
  • Reg power frac: 0.516
  • Power per Cell Area: 338 mW/mm^2
  • Switch share: 0.248
  • Clock share of power: 0.382
  • Internal Power: 2.31 mW
  • Net Switching: 0.762 mW
  • Tot Pwr: 3.08 mW

Synth
  • Chip area in the Yosys report: 0.00697 sq mm
  • Post-synth seq share: 0.608
  • Top cell area share: 0.581
  • Number of enable flip-flop cells: 0
  • Distinct cells, synth: 28
  • Yosys reg bits: 171
  • Syn avg cell area: 13.2 sq um
  • Synth Cell Area: 0.00697 sq mm
  • Cell count after synthesis: 530
  • Yosys warnings: 3
  • Top cells by area: dfrtp_1 58%, mux2i_1 14%, fa_1 8.9%
  • Ys cells: 530
  • Share of flip-flops with an asynchronous set or reset: 0.953
  • Synth Flop Type: dfrtp_1
  • Cell taking the most area after synthesis: dfrtp_1

Clocking
  • Inserted Clock Buffers: 17
  • Setup Buffers After CTS: 0
  • CTS tree: yes
  • Hold_buf cts: 0
  • H-tree levels: 4
  • CTS root buffer: clkbuf_16
  • Max clock buf depth: 2
  • Clk Latency, worst-skew pair: 0.42 ns
  • CTS clk-pin slew, worst paths: 0.06 ns
  • CTS sink cnt: 171
  • CTS-repair resized insts: 0

Route
  • 1st-iter DRT viols: 187
  • DRT Wirelength: 12600 um
  • Antenna viol nets, final: 0
  • Vias: 4214
  • Avg WL per Cell: 13.2 um
  • Detailed Routing Iterations Pass 1: 4
  • # diodes: 0
  • Drt drc: 0
  • Mean number of vias per cell: 4.44

STA
  • Worst slew pin tran: 0.938 ns
  • Final Critical Period: 2.42 ns
  • Max Freq: 413 MHz
  • Layout Skew: 0.0101 ns
  • RSZ-0062 raised after global routing: no
  • Slew headroom: 0.375
  • Final period utilization: 0.432
  • Endpoints failing hold: 0
  • Fin Setup TNS: 0 ns
  • Final worst slack: 3.18 ns
  • Pins over their slew limit: 0
  • # setup viols final: 0

Place
  • Pre-CTS WS: 2.96 ns
  • Port Buffers: 131
  • Routability cong.: 0.756
  • Hpwl dp: 8100 um

Status
  • Run status: completed

Floorplanning
  • Floorplan Utilization: 0.307
  • Die height: 154 um
  • I/O pins: 133
  • Core footprint: 0.0227 sq mm
  • Die Size: 0.0239 sq mm
  • Row cnt: 55
  • Die width: 154 um

Layout
  • Storage cell area: 0.00424 sq mm
  • Combined area of the multi-input logic cells: 0.00251 sq mm
  • Synth-to-layout area growth: 30.4%
  • Fillers: 2110
  • Share of cells above drive strength 1: 0.0617

Critical path
  • WP data arrival: 1.30 ns
  • CP Data Required Time: 4.48 ns
  • Highest-delay cell along the critical path: clkdlybuf4s50_1
  • Kind of critical path: reg2out
  • Crit path buf inv count: 1
  • Worst path cell trace: clkdlybuf4s50_1
  • Crit path capture type: output port
  • Peak fanout along the critical path: 3
  • Slowest cell delay on critical path: 0.50 ns
  • CP Launch Type: flip-flop
  • Crit-path leading delay family: buffers and inverters

Global routing
  • Grt ovf: 0
  • Largest net degree at the start of global routing: 116
  • Number of global-route vias before repair: 4339
  • Global-route wire length before repair: 21800 um
  • Total GRT Usage: 0.116
  • Initial antenna violation count: 0

Run
  • Max-Cap Viols: 0
  • Tool warnings: 29

Hold path
  • Hold Path Class: reg2reg
-- area by class of cell --
type,count,share of cell area
Sequential cell,171,0.467
Tap cell,285,0.0392
Inverter,7,0.00344
Clock inverter,14,0.0173
Clock buffer,18,0.0483
Timing Repair Buffer,135,0.149
Multi-Input combinational cell,320,0.276
-- registers in the layout (all words and copies together) (netlist names) --
register               count
spm32.csa0.sc              1
spm32.gen_csa.csa.sum     30
Y                         32
spm32.tcmp.s               1
spm32.gen_csa.csa.sc      30
p                         64
spm32.csa0.sum             1
spm32.tcmp.z               1
state                      3
cnt                        8
-- logic make-up (layout without fill, tap and decap cells) --
family,after synthesis,in the layout,share of synthesized area
flops,171,171,0.608
simple gates,148,148,0.0954
mux,96,96,0.138
compound gates,39,39,0.0291
buf+inv,39,174,0.0316
fa+ha+maj,34,34,0.0944
xor+xnor,3,3,0.00377
-- per-layer routing --
layer / up-vias / wire length [um] / track usage
met2: 94 / 5740 / 0.170
met5: - / 0 / 0
met3: 12 / 571 / 0.0285
li1: 2017 / - / -
met1: 2091 / 6120 / 0.187
met4: 0 / 147 / 0.0137
-- power groups by stage --
stage / sequential, mW / combinational [mW] / clock [mW]
4_1_cts: 1.60 / 0.328 / 1.22
5_1_grt: 1.62 / 0.388 / 1.27
6_report: 1.59 / 0.312 / 1.18
-- worst paths after layout --
| check | from | end | slack [ns] | cells after the start |
|---|---|---|---|---|
| setup / recovery | p[63] | p[63] | 3.18 | 1 |
| hold / removal | state[0] | state[0] | 0.49 | 1 |
| setup reg to reg | state[2] | spm32.gen_csa[23].csa.sum | 3.31 | 3 |
| hold reg to reg | state[0] | state[0] | 0.49 | 1 |
| max in group asynchronous | rst | p[55] | 3.49 | 3 |
| min in group asynchronous | rst | p[36] | 1.10 | 2 |
-- cell usage after synthesis, drive strengths merged (2+ instances only) --
cell,instances
dfrtp,162
mux2i,96
nor2,71
o21ai,35
nand2,34
and3,32
fa,31
buf,17
clkbuf,15
dfxtp,8
inv,7
nand3,4
ha,3
a21oi,2
a22o,2
or3,2
xor2,2
-- cell usage in the layout (no fill, tap or decap), types with 4 or more instances in the layout --
master	instances
dfrtp_1	161
clkdlybuf4s50_1	130
mux2i_1	96
nor2_1	71
o21ai_0	35
nand2_1	34
and3_1	32
fa_1	31
clkbuf_16	17
dfxtp_1	8
inv_1	6
inv_6	4
buf_4	4
-- per-stage QoR --
step | hold slack, ns | utilization | instances | area, sq um
5_1_grt | 0.502 | 0.400 | 950 | 9090
3_5_place_dp | 0.475 | 0.374 | 918 | 8500
4_1_cts | 0.486 | 0.400 | 950 | 9090
2_1_floorplan | 0.451 | - | 530 | 6970
3_3_place_gp | 0.469 | 0.374 | 918 | 8500
6_report | 0.486 | 0.400 | 950 | 9090
Power and IR drop assume default switching activity.
